[flow/design.v]
module Timer(clock, reset, counter_reset, counter);
input clock;
input reset;
input counter_reset;
output [2:0] counter;
reg count_100msec=1'b0;
reg count_1sec=1'b0;
reg [3:0] counter100m=4'd0;
reg [2:0] counter1=3'd0;
reg [25:0] count_full=26'd0;
always @(posedge clock or negedge reset) begin
	if (!reset) begin
		count_100msec=1'b0;
		count_full=26'd0;
	end else if(count_full == 26'd5000000) begin  
		count_100msec<=1'b1;
		count_full<=26'd0;
	end else begin 
		count_100msec<=1'b0;
		count_full<= count_full+26'd1;
	end		
end
always @(posedge count_100msec or negedge reset) begin
	if(!reset) begin
		counter100m<=4'd0;
		count_1sec<=1'b0;
	end else if(counter100m==4'd9) begin
		counter100m <= 4'd0;
		count_1sec<=1'b1;
	end else begin
		counter100m <= counter100m + 4'd1;
		count_1sec<=1'b0;
	end
end
always @(posedge count_1sec or negedge reset) begin
	if(!reset) begin
		counter1 <= 3'd0;
	end else if(counter_reset==1'd1) begin
		counter1 <= 3'd0;
	end else begin
		counter1 <= counter1 + 3'd1;
	end
end
 assign counter = counter1;
endmodule
[flow/run.sh]
#!/bin/bash
# OpenROAD 26Q1-2900-gdf79404cd8, Yosys 0.63+post, stock flow scripts
make -C /OpenROAD-flow-scripts/flow DESIGN_CONFIG=/design/flow/config.mk WORK_HOME=/design/flow/orfs finish
[flow/config.mk]
export PLATFORM = sky130hd
export DESIGN_NAME = Timer
export DESIGN_NICKNAME = Timer
export VERILOG_FILES = /design/flow/design.v
export SDC_FILE = /design/flow/constraint.sdc
export NUM_CORES = 4
export LEC_CHECK = 1
export CORE_AREA = 10 10 112 112
export DIE_AREA = 0 0 122 122
[flow/constraint.sdc]
current_design Timer

set clk_period 3.2
set clk_io_pct 0.2

create_clock -name clk0 -period $clk_period [get_ports {clock}]

set non_clock_inputs [all_inputs -no_clocks]
set_input_delay [expr $clk_period * $clk_io_pct] -clock clk0 $non_clock_inputs
set_output_delay [expr $clk_period * $clk_io_pct] -clock clk0 [all_outputs]
==> ds_physical_params.txt <==
Physical design parameters

Parameter                              Value

Synthesis
  Seq share, synth    0.5389
  Post-synth top area share    0.5389
  Post-synthesis instance total    148
  Most common cell in the synthesized netlist    dfrtp_1
  Flip-flop and latch count after synthesis    35
  Most used DFF post-synth    dfrtp_1
  Syn_area_per_cell    10.98 um^2
  Synthesis area per yosys    0.001625 mm^2
  Biggest area consumer among synthesized cells    dfrtp_1
  Top post-synthesis cells by area    dfrtp_1 (54%), xnor2_1 (8.1%), xor2_1 (4.3%)
  Ys cells    148
  Most instantiated cells after synthesis    dfrtp_1 (35), xnor2_1 (15), nand3_1 (13), nor2_1 (12), xor2_1 (8)
  Share of flip-flops with an asynchronous set or reset    1.000
  Total number of yosys warnings    1
  Area of the mapped netlist    0.001625 mm^2
  Post-synth tally of flip-flops with integrated enable    0
  Distinct cell type count of the synthesized netlist    27

Finish
  Filler cells    1105
  Register area    875.8 um^2
  Core Util, Final    0.1828
  Count of non-filler cells in the finished layout    289
  Share of layout cells above drive strength 1    0.03922
  Combinational gate area    699.4 um^2
  Synthesis-to-layout area growth    15.09%

Place
  Post-DP HPWL    1891 um
  I/O Buffers    5
  Weighted congestion reported at the end of routability-driven placement    0.7999
  Placed cell count    285

Floorplanning
  Overall die width    122 um
  Core area    0.01023 mm^2
  Total die size    0.01488 mm^2
  Top Ports    6
  Row count    37
  Starting density of the core    0.1589
  Height of the chip    122 um

Clock tree
  Number of hold buffers added after CTS    0
  Clk slew on worst S/H paths    90 ps
  Post CTS Setup Buffer Count    0
  CTS Buf Count    3
  CTS max path bufs    2
  H-tree depth reported by CTS    1
  Clock root buffer    clkbuf_8
  Clock tree from TritonCTS    yes
  Worst-skew pair later-pin latency    270 ps
  # resized after CTS    0

Detailed routing
  Vias    1024
  Via density    3.543
  1st-iter DRT viols    56
  Drt total wl    2655 um
  Avg WL per Cell    9.187 um
  Antenna Cells    0
  Count of nets left with antenna violations after detail routing    0
  Detailed Routing Iterations Pass 1    4
  Count of unresolved DRC violations after routing    0

Hold path
  Worst hold-check path type    reg -> reg
  Startpoint of the lowest-slack hold path    count_full[16]$_DFF_PN0_
  Hold endpoint    count_full[16]$_DFF_PN0_
  Worst hold path stage count    1

Outcome
  Result of the run    complete, no violations

Critical path
  Setup slack, reg-to-reg    1500 ps
  Cell repeated most along the worst path    and4_1
  Largest fanout on the critical path    9
  CP max-delay cell    dfrtp_1
  Reg-to-Reg Start    count_full[4]$_DFF_PN0_
  Worst path cell trace    and4_1, and4_1, nor3b_2, xnor2_1
  Bufs and invs on worst path    0
  Crit path capture type    register
  Cell type group with the largest total delay on the critical path    simple AND/OR/NAND/NOR gates
  Crit Reg-Reg Endpoint    count_full[24]$_DFF_PN0_
  FF-to-FF path depth    4
  Delay of the slowest cell on the worst path    440 ps
  CP Data Required Time    3400 ps
  Startpoint type of the worst setup path    register
  Critical path type    reg -> reg
  Worst EP arrival    1900 ps

STA
  Count of pins over their slew limit    0
  Slew margin rel.    0.7118
  Highest Clock Rate    587.0 MHz
  Endpoints left unconstrained    11
  Setup clock skew after layout    7.540 ps
  Final setup viols    0
  Slew at the pin closest to its max-slew limit    432.3 ps
  Final Hold Violating Endpoints    0
  RSZ-0062 raised after global routing    no
  Register pins left without a clock    8
  Minimum period implied by the final worst setup slack    1703 ps
  Portion of the clock cycle consumed by the worst path in the final layout    0.5323
  Sum Neg Setup Slack    0 ps

Global route
  Global route overflow    0
  Wire length of the first global-routing pass    4636 um
  Pin count of the biggest net entering global routing    29
  Via count of the first global-routing pass    985
  GRT Util Overall    0.03649
  Antenna violations before repair    0

Power
  Reported leakage power    0.7910 nW
  Sequential share of power    0.631
  Power density relative to cell area    288.9 mW/mm^2
  Max IR drop VDD    0.2495 mV
  Fraction of power spent switching nets    0.1987
  Power dissipated by switching net loads    0.1074 mW
  Int Pwr    0.4329 mW
  Part of the total power dissipated in the clock network    0.347
  Part of the power in combinational logic    0.023

Flow run
  Max-cap viol count    0
  Tool Warnings    27
[how the worst max path moves through the flow]
stage | from | to | slack (ps) | depth (start not counted)
after CTS | count_full[0]$_DFF_PN0_ | count_full[11]$_DFF_PN0_ | 1470 | 6
after global routing | count_full[0]$_DFF_PN0_ | count_full[1]$_DFF_PN0_ | 1330 | 6
final | count_full[4]$_DFF_PN0_ | count_full[24]$_DFF_PN0_ | 1500 | 4
[metal layers]
metal | up-vias | wire [um] | GRT usage
met4 | 0 | 4 | 0.001490
met1 | 498 | 1384 | 0.05440
met2 | 6 | 1191 | 0.05585
met5 | - | 0 | 0
met3 | 2 | 75 | 0.007981
li1 | 518 | - | -
[registers in the layout, summed over array words and instances, names as in the netlist]
name,cells
count_full,26
counter1,3
counter100m,4
count_1sec,1
count_100msec,1
[logic make-up after synthesis]
logic type	Yosys count	synth area share
AOI/OAI and AO/OA	7	0.02540
DFF	35	0.5389
xor gates and xnor gates	23	0.1239
buffers and inverters	11	0.03079
muxes	3	0.01848
and+or+nand+nor	65	0.2317
adders and majority gates	4	0.03079
[cell type report]
cell class                 instances  area share
timing repair buffer               6     0.03077
tap                              136     0.09097
multi-input combinational        102      0.3739
sequential                        35      0.4682
inverter                           6     0.01204
clock buffer                       4     0.02408
[power groups by stage]
stage	sequential, mW	clock, mW	combinational [mW]
4_1_cts	0.341	0.198	0.0129
5_1_grt	0.341	0.210	0.0142
6_report	0.341	0.187	0.0122
[per-stage QoR]
stage / hold slack (ps) / power (mW) / instance area [um^2] / setup slack [ps]
2_1_floorplan: 344.4 / 0.3481 / 1625 / 1783
3_3_place_gp: 469.3 / 0.3603 / 1826 / 1522
3_5_place_dp: 472.4 / 0.3605 / 1826 / 1502
4_1_cts: 494.3 / 0.5516 / 1871 / 1473
5_1_grt: 511.2 / 0.5648 / 1871 / 1329
6_report: 493.9 / 0.5403 / 1871 / 1497
[worst reg2reg max path: stages, from the launching register on]
cell     delay, ps
dfrtp_1        440
and4_1         380
and4_1         440
nor3b_2        240
xnor2_1        130
[placed cells by master, fill, tap and decap left out, types with 6 or more instances in the layout]
master,count
nand2_1,7
xor2_1,8
nand4_1,7
nand3_1,13
dfrtp_1,35
and4_1,6
nor2_1,12
xnor2_1,15
inv_1,6
Power and IR drop assume default switching activity.
